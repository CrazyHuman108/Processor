[config.mk]
export PLATFORM = sky130hd
export DESIGN_NAME = PC
export DESIGN_NICKNAME = PC
export VERILOG_FILES = /design/flow/design.v
export SDC_FILE = /design/flow/constraint.sdc
export NUM_CORES = 4
export LEC_CHECK = 1
export CORE_AREA = 10 10 89 89
export DIE_AREA = 0 0 99 99
[constraint.sdc]
current_design PC

set clk_period 2.4
set clk_io_pct 0.2

create_clock -name clk0 -period $clk_period [get_ports {clk}]

set non_clock_inputs [all_inputs -no_clocks]
set_input_delay [expr $clk_period * $clk_io_pct] -clock clk0 $non_clock_inputs
set_output_delay [expr $clk_period * $clk_io_pct] -clock clk0 [all_outputs]
[design.v]
module PC(
    input logic clk,
    input logic rst,
    input logic branch_en,
    input logic loop_en,
    input logic [3:0] repetation_count,
    input logic [3:0] line_count,
    input logic [3:0] target_address,
    output logic [3:0] pc
);
    logic [3:0] count;
    logic [3:0] main_count;
    logic [3:0] loop_start_pc;
    logic in_loop;
    always_ff @(posedge clk or negedge rst) begin
        if (!rst) begin
            pc <= 4'd0;
            count <= 4'd0;
            main_count <= 4'd0;
            loop_start_pc <= 4'd0;
            in_loop <= 1'b0;
        end 
        else begin
            if (branch_en) begin
                pc <= target_address;
                in_loop <= 1'b0;
                count <= 4'd0;
                main_count <= 4'd0;
            end 
            else if (loop_en && !in_loop) begin
                loop_start_pc <= pc + 1;
                in_loop <= 1'b1;
                pc <= pc + 1;
                count <= 4'd1;
                main_count <= 4'd0;
            end 
            else if (in_loop) begin
                if (count < line_count) begin
                    pc <= pc + 1;
                    count <= count + 1;
                end 
                else begin
                    main_count <= main_count + 1;
                    if (main_count + 1 < repetation_count) begin
                        pc <= loop_start_pc;
                        count <= 4'd1;
                    end 
                    else begin
                        pc <= loop_start_pc + line_count;
                        in_loop <= 1'b0;
                        count <= 4'd0;
                        main_count <= 4'd0;
                    end
                end
            end 
            else begin
                pc <= pc + 1;
            end
        end
    end
endmodule
[run.sh]
#!/bin/bash
# OpenROAD 26Q1-2900-gdf79404cd8, Yosys 0.63+post, stock flow scripts
make -C /OpenROAD-flow-scripts/flow DESIGN_CONFIG=/design/flow/config.mk WORK_HOME=/design/flow/orfs finish
==> results.toml <==
# synthesis and place-and-route metrics
[timing]
finalClockPeriodUsage = 0.9473
setup_violations = 0
fin_tns_setup_ps = 0
fin_crit_ps = 2274
skew_ps = 5.472
worst_pin_slew_ps = 366.4
relSlewSlack = 0.7557
final.setup.worst_slack_ps = 126.4
slew_violations = 0
rsz0062_at_grt = "no"
hold_viol = 0
max_freq_ghz = 0.4398
worst_hold_slack_ps = 534.3

[synthesis]
top_cells_by_area = "dfrtp_1 35%, ha_1 13%, inv_1 5.0%"
yosys_cells = 124
top_cell = "dfrtp_1"
common_cells = "17 x dfrtp_1, 16 x inv_1, 12 x ha_1"
edf_count = 0
synth_cells = 124
synth_area_sq_um = 1201
ys.flop_type = "dfrtp_1"
ys_types = 36
top_cell_area_share = 0.3542
yosysChipArea_sq_um = 1201
ys_ff = 17
ys_warn_count = 1
async_reset_ff_frac = 1.000
yosysTopAreaCell = "dfrtp_1"
avgSynthCellArea_sq_um = 9.687
yosysSeqAreaShare = 0.3542

[clock_tree]
clockRootBuffer = "clkbuf_8"
clk_pin_slew_worst_paths_ps = 70
cts_sinks = 17
clockBufferDepth = 2
cts_tree = "done"
insertion_delay_ps = 250
htree_levels = 1
holdBufCountCts = 0
cts_made_buffers = 3

[grt]
grt_pass1_wl_mm = 4.885
antenna_found_initial = 0
grt-ovfl-total = 0
grt_pass1_vias = 1039
grt.total_usage = 0.05925
grt_max_degree = 18

[pwr]
peakVddDrop_mv = 0.2916
powerDensity_nw_per_um2 = 498.7
total_power_uw = 856.1
p_leak_nw = 0.7707

[setup_path]
worstSetupStartpointType = "flop"
required_ps = 2570
critPathMaxStageDelay_ps = 380
end_kind = "flop"
critical_path_class = "reg -> reg"
critPathArrivalTime_ps = 2440
reg2reg_depth = 9
cp_cell_sequence = "ha_2 -> nor2b_1 -> or2_2 -> ha_1 -> o21ai_2 -> a21oi_2 -> or3_4 -> mux2i_2 -> a221oi_2"
crit_family = "simple AND/OR/NAND/NOR gates"
r2r_start = "main_count[0]"
cpMaxStageDelayCell = "dfrtp_1"
crit_buf_inv = 0
critical_path.max_fanout = 3
rr_endpoint = "pc[2]"
r2r_slack_ps = 130

[detailed_routing]
via_per_inst = 4.126
routed-via-count = 982
first_iter_violations = 38
drc = 0
postRouteWirelength_mm = 2.765
firstDrtPassIters = 2
drtAntennaViolNets = 0
n_antenna_cell = 0
wl_per_cell_um = 11.62

[cells_and_area]
area_growth_pct = 42.92
layout-drive-gt1-share = 0.2761

[worst_hold_path]
hold_class = "reg -> reg"
worstHoldPathCells = 1
hold_start = "loop_start_pc[3]"
hold-path-endpoint = "loop_start_pc[3]"

[floorplan]
core_sq_um = 5991
fp.dieH_um = 99
fp-utilization = 0.2005
ios = 20
core.rowCount = 28
die_w_um = 99
die_area_sq_um = 9801

[placed_design]
portBuffers = 19
place_congestion = 0.8630
dpl.hpwl_mm = 2.284
post-place-ws_ps = -139.9

[run]
warnings = 25
maxCapViolCount = 0

[status]
outcome = "finished, final reports clean"
## routing by layer
metal  global-route usage  vias up  share of wire
met1              0.07738      446           0.48
li1                     -      519              -
met2              0.09970       17           0.48
met4             0.003308        0              0
met3              0.01621        0          0.047
met5                    0        -              0
## layout make-up
type | instances | area [sq um]
timing repair buffer | 36 | 330.3
clock buffer | 3 | 41.29
tap | 75 | 93.84
multi-input combinational | 90 | 760.7
inverter | 16 | 60.06
fill | 623 | 4274
clock inverter | 1 | 5.005
sequential | 17 | 425.4
## worst register-to-register path, cell delays in order, from the launching register on
cell and delay (ps):
dfrtp_1 380, ha_2 190, nor2b_1 130, or2_2 280, ha_1 280, o21ai_2 120
a21oi_2 70, or3_4 350, mux2i_2 160, a221oi_2 210
## registers in the layout, summed over array words and instances, names as in the netlist
name and count:
count 4, in_loop 1, loop_start_pc 4, main_count 4
pc 4
## repair_timing
action                     CTS  global route
pin swaps                    0             3
buffers inserted             0             0
gates resized                4             8
setup endpoints to repair    3            10
## power breakdown
| part | switching, mW | internal, mW | leakage [nW] |
|---|---|---|---|
| sequential | 0.0365 | 0.324 | 0.215 |
| clock | 0.100 | 0.115 | 0.0255 |
| combinational | 0.118 | 0.162 | 0.530 |
## kinds of logic (layout without fill, tap and decap cells)
| family | count (synthesis) | in the layout | synth area share |
|---|---|---|---|
| adders and majority gates | 13 | 13 | 0.1417 |
| muxes | 4 | 4 | 0.03542 |
| buffers and inverters | 17 | 56 | 0.05312 |
| and+or+nand+nor | 40 | 40 | 0.1917 |
| xor gates and xnor gates | 6 | 6 | 0.04375 |
| AOI/OAI and AO/OA | 27 | 27 | 0.1802 |
| DFF | 17 | 17 | 0.3542 |
## placed cells by master, fill, tap and decap left out, drive strengths merged, types with 3 or more instances in the layout
| master | count |
|---|---|
| clkdlybuf4s50 | 19 |
| dfrtp | 17 |
| buf | 17 |
| inv | 16 |
| ha | 12 |
| nor2 | 8 |
| o21ai | 8 |
| nand2 | 7 |
| nor2b | 4 |
| nand3 | 4 |
| xor2 | 4 |
| nor3 | 4 |
| a211oi | 4 |
| or3 | 4 |
| o211ai | 3 |
| clkbuf | 3 |
## worst max path at each step
stage / start / end / slack [ps] / cells after the start
after global routing: main_count[0] / pc[2] / 10 / 9
after CTS: main_count[0] / pc[2] / 20 / 9
final: main_count[0] / pc[2] / 130 / 9
## metrics by stage
step	instances	cell area [sq um]	util
finish	238	1717	0.2866
global route	238	1717	0.2866
CTS	238	1677	0.2799
detailed placement	234	1622	0.2707
global placement	234	1622	0.2707
floorplan	124	1201	-
Power figures rest on the tool's default switching activity, not on a simulated workload.
